==> flow/design.v <==
module clapCounter (
  input clk,
  input rst,
  input [15:0] fftInDataAbs,
  output reg [3:0] countDisplay
);
  always @(posedge clk or posedge rst) 
  begin
	if (rst)
   	begin
   		countDisplay <= 4'b0000;
	end
   	else if (fftInDataAbs[15] == 1'b1)
   	begin
		countDisplay <= countDisplay + 1'b1;
  	end
  end
endmodule
==> flow/run.sh <==
#!/bin/bash
# OpenROAD 26Q1-2900-gdf79404cd8, Yosys 0.63+post, stock flow scripts
make -C /OpenROAD-flow-scripts/flow DESIGN_CONFIG=/design/flow/config.mk WORK_HOME=/design/flow/orfs finish
==> flow/config.mk <==
export PLATFORM = sky130hd
export DESIGN_NAME = clapCounter
export DESIGN_NICKNAME = clapCounter
export VERILOG_FILES = /design/flow/design.v
export SDC_FILE = /design/flow/constraint.sdc
export NUM_CORES = 4
export LEC_CHECK = 1
export CORE_AREA = 10 10 70 70
export DIE_AREA = 0 0 80 80
==> flow/constraint.sdc <==
current_design clapCounter

set clk_period 1.0
set clk_io_pct 0.2

create_clock -name clk0 -period $clk_period [get_ports {clk}]

set non_clock_inputs [all_inputs -no_clocks]
set_input_delay [expr $clk_period * $clk_io_pct] -clock clk0 $non_clock_inputs
set_output_delay [expr $clk_period * $clk_io_pct] -clock clk0 [all_outputs]
==> run summary <==
yosys + openroad results -> share of cells above drive strength 1 62.5%, CTS tree done, syn avg cell area 13.7 sq um, grt total ovfl 0, crit-path cells buf_6 -> ha_4 -> mux2_4, Core Util at FP 4.80%, failing checks setup timing, Cell Area, Synth 164 sq um, Largest regs countDisplay x4, Synth flops 4, status finished with violations, Arr. time, crit path 1.20 ns, critical path capture point type flop, Buf+Inv Stages, Crit Path 1, Yosys warnings 1, Final Total Pwr 1.18 mW, Cell Type Count 8, filler instances 400, slew margin rel. 88.5%, final setup violating endpoints 3, Worst-Margin Slew 0.172 ns, Reg with most FFs countDisplay, tool warning count 43, Worst path slowest cell dfrtp_1, core footprint 3420 sq um, leakage power 0.174 nW, Worst VDD drop 1.10 mV, DRC Markers 0, max FFs per register 4, gpl congestion 0.643, Tmin final 1.09 ns, DR vias/cell 2.19, initial antenna violation count 0, cell count after synthesis 12, # diodes 0, placed cell area 312 sq um, Clock Skew 0.00324 ns, vias in the first global route 195, GRT Resource Usage Total 1.85%, die outline width 80 um, RSZ-0062 raised after global routing true, sequential area share after synthesis 61.1%, Max Cap Viol 0, Worst setup SP type flop, synthesis area per yosys 164 sq um, row cnt 21, antenna-violating nets left 0, CP Max Fanout 2, Area growth syn-to-layout 140%, cell area after layout 394 sq um, chip height 80 um, wire per inst 7.33 um, Final period util 109%, clock root buffer clkbuf_4, detailed-route via count 171, min-delay worst type in2async, Req. time, crit path 1.11 ns, pin count of the biggest net entering global routing 5, clk buf depth 2, Yosys Instances 12, cell family with most CP delay flip-flops, crit path kind reg2reg, final hold viol count 0, DP Worst Slack -0.212 ns, final worst slack -0.0852 ns, CTS H-tree lvls 1, power per cell area 2990 nW/um^2, Clock transition at path regs 0.04 ns, Num CTS Buffers 3, CTS Hold Buffers Added 0, fmax 921 MHz, CTS Sinks 4, Late-Pin Clk Latency 0.23 ns, die area 6400 sq um, Slew Viols, Final 0, Pre-antenna DRT Iters 3, Total Wirelength 572 um, delay of the slowest cell on the worst path 0.37 ns, I/O pin count 22, first-pass GRT wire length 848 um, Port-buffer cells 6, initial DRC count 4
## cells by family (layout without fill, tap and decap cells)
family        Yosys count  in the layout  share of synthesized area [%]
xor+xnor                3              3                           16.0
fa+ha+maj               1              1                           7.63
buf+inv                 1             21                           2.29
flops                   4              4                           61.1
mux                     1              1                           6.87
simple gates            2              2                           6.11
## path summary, 6_finish.rpt
kind	startpoint	to	slack (ns)	depth (start not counted)
worst max-delay path	countDisplay[1]	countDisplay[1]	-0.09	3
worst min-delay path	rst	countDisplay[3]	0.16	2
worst max register to register	countDisplay[1]	countDisplay[1]	-0.09	3
worst min register to register	countDisplay[2]	countDisplay[2]	0.57	2
max in group asynchronous	rst	countDisplay[1]	0.69	2
min in group clk0	countDisplay[2]	countDisplay[2]	0.57	2
## placed cells by master (no fill, tap or decap)
cell type        synthesis  layout
buf_4                    0       8
dfrtp_1                  4       4
clkbuf_4                 0       3
buf_2                    0       3
buf_6                    0       3
xnor2_1                  2       2
clkdlybuf4s50_1          0       2
nand2_1                  1       1
xor2_1                   1       1
mux2_4                   0       1
inv_1                    1       1
nand4_1                  1       1
ha_4                     0       1
clkbuf_2                 0       1
## through the flow
step                instances  TNS, ns  hold WS [ns]  util, %
floorplan                  12  -0.0150       -0.0339        -
global placement           68   -0.550         0.394     9.12
detailed placement         68   -0.677         0.399     9.12
CTS                        76   -0.162         0.156     11.1
global route               78   -0.284         0.164     11.5
finish                     78   -0.167         0.158     11.5
## worst register-to-register path, cell delays in order, from the launching register on
cell     delay (ns)
dfrtp_1        0.37
buf_6          0.13
ha_4           0.22
mux2_4         0.25
## cells in the mapped netlist
cell | instances | share of area (%)
dfrtp_1 | 4 | 61
xnor2_1 | 2 | 11
ha_1 | 1 | 7.6
inv_1 | 1 | 2.3
mux2_2 | 1 | 6.9
nand2_1 | 1 | 2.3
nand4_1 | 1 | 3.8
xor2_1 | 1 | 5.3
## power by group
part,switching (mW),internal [mW]
sequential,0.0473,0.250
combinational,0.220,0.465
clock,0.0633,0.134
## timing repair
item / in CTS / in global routing
setup endpoints to repair: 5 / 3
buffers inserted: 5 / 2
pin swaps: 1 / 1
gates resized: 16 / 3
## layout make-up
type                            count  area [sq um]  share of cell area, %
Inverter                            1          3.75                  0.952
Timing Repair Buffer               17           134                   34.0
Clock buffer                        3          22.5                   5.71
Multi-Input combinational cell      7          76.3                   19.4
Sequential cell                     4           100                   25.4
Tap cell                           46          57.6                   14.6
## per-layer routing
layer  routed length [um]  vias to the layer above  GRT usage, %  part of all wire (%)
li1                     -                       79             -                     -
met1                  326                       80          2.53                    57
met2                  173                       10          1.85                    30
met3                   63                        2          1.82                    11
met4                    9                        0         0.528                   1.6
met5                    0                        -             0                     0
Power and IR drop assume default switching activity.
